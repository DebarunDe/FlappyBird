### ./constraint.sdc
current_design color_mapper

set clk_period 17.2
set clk_io_pct 0.2

create_clock -name clk0 -period $clk_period

set non_clock_inputs [all_inputs -no_clocks]
set_input_delay [expr $clk_period * $clk_io_pct] -clock clk0 $non_clock_inputs
set_output_delay [expr $clk_period * $clk_io_pct] -clock clk0 [all_outputs]
### ./run.sh
#!/bin/bash
# OpenROAD 26Q1-2900-gdf79404cd8, Yosys 0.63+post, stock flow scripts
make -C /OpenROAD-flow-scripts/flow DESIGN_CONFIG=/design/flow/config.mk WORK_HOME=/design/flow/orfs finish
### ./design.v
module  color_mapper ( input        [9:0] BirdX, BirdY, DrawX, DrawY, Bird_size, 
Pipe1X, Pipe1Y, Pipe1Size, 
Pipe2X, Pipe2Y, Pipe2Size, 
Pipe3X, Pipe3Y, Pipe3Size,
Pipe4X, Pipe4Y, Pipe4Size,
input[7:0] Pipe1R, Pipe1G, Pipe1B,
Pipe2R, Pipe2G, Pipe2B,
Pipe3R, Pipe3G, Pipe3B,
Pipe4R, Pipe4G, Pipe4B,
output logic [7:0]  Red, Green, Blue );
    logic bird_on;
	 logic pipe1_on;
	 logic pipe2_on;
	 logic pipe3_on;
	 logic pipe4_on;
    int DistX, DistY, Size;
	 assign DistX = DrawX - BirdX;
    assign DistY = DrawY - BirdY;
    assign Size1 = Bird_size;
	 int Dist1X, Dist1Y, Size1;
	 assign Dist1X = DrawX - Pipe1X;
    assign Dist1Y = DrawY - Pipe1Y;
    assign Size2 = Pipe1Size;
	 assign P1L = DrawX - Pipe1X;
	 assign P1R = DrawX + Pipe1X;
	 assign Size_Pipe = Pipe1Size;
	 assign P1T = Pipe1Y + (Size * 3);
	 assign P1B = Pipe1Y - (Size * 3);
	 assign P2L = DrawX - Pipe1X;
	 assign P2R = DrawX + Pipe1X;
	 assign Size_Pipe2 = Pipe2Size;
	 assign P2T = Pipe1Y + (Size * 3);
	 assign P2B = Pipe1Y - (Size * 3);
	 always_comb
    begin:Bird_on_proc
        if ( ( DistX*DistX + DistY*DistY) <= (Size1 * Size1) || (((DrawX == (BirdX + 7) && (DrawY >= BirdY - 5 && DrawY <= BirdY + 5))) || ((DrawX == (BirdX + 8) && (DrawY >= BirdY - 5 && DrawY <= BirdY + 5))) || ((DrawX == (BirdX + 9) && (DrawY >= BirdY - 4 && DrawY <= BirdY + 4))) || ((DrawX == (BirdX + 10) && (DrawY >= BirdY - 4 && DrawY <= BirdY + 4))) || ((DrawX == (BirdX + 11) && (DrawY >= BirdY - 3 && DrawY <= BirdY + 3)))  || ((DrawX == (BirdX + 12) && (DrawY >= BirdY - 2 && DrawY <= BirdY + 2))) |
                 ((DrawX == (BirdX + 13) && (DrawY >= BirdY - 1 && DrawY <= BirdY + 1)))))  
            bird_on = 1'b1;
        else 
            bird_on = 1'b0;
     end 
	   always_comb
	 begin:Pipe1_on_proc
    if ( (DrawX <= Pipe1X + 25 && DrawX >= Pipe1X - 25)  && (DrawY >= Pipe1Y + 75 || DrawY <= Pipe1Y - 75))  
			pipe1_on = 1'b1;
		else
				pipe1_on = 1'b0;
	end
		always_comb
		begin:Pipe2_on_proc
    if ( (DrawX <= Pipe2X + 25 && DrawX >= Pipe2X - 25)  && (DrawY >= Pipe2Y + 75 || DrawY <= Pipe2Y - 75))  
			pipe2_on = 1'b1;
		else
				pipe2_on = 1'b0;
	end
		always_comb
		begin:Pipe3_on_proc
    if ( (DrawX <= Pipe3X + 25 && DrawX >= Pipe3X - 25)  && (DrawY >= Pipe3Y + 75 || DrawY <= Pipe3Y - 75))  
			pipe3_on = 1'b1;
		else
				pipe3_on = 1'b0;
	end
		always_comb
		begin:Pipe4_on_proc
    if ( (DrawX <= Pipe4X + 25 && DrawX >= Pipe4X - 25)  && (DrawY >= Pipe4Y + 75 || DrawY <= Pipe4Y - 75))  
			pipe4_on = 1'b1;
		else
				pipe4_on = 1'b0;
	end
    always_comb
    begin:RGB_Display
        if ((bird_on == 1'b1)) 
         begin 
                if (((DrawX == (BirdX + 8) && (DrawY >= BirdY - 5 && DrawY <= BirdY + 5))) || ((DrawX == (BirdX + 9) && (DrawY >= BirdY - 4 && DrawY <= BirdY + 4))) || ((DrawX == (BirdX + 10) && (DrawY >= BirdY - 4 && DrawY <= BirdY + 4))) || ((DrawX == (BirdX + 11) && (DrawY >= BirdY - 3 && DrawY <= BirdY + 3)))  || ((DrawX == (BirdX + 12) && (DrawY >= BirdY - 2 && DrawY <= BirdY + 2))) ||
                 ((DrawX == (BirdX + 13) && (DrawY >= BirdY - 1 && DrawY <= BirdY + 1)))) begin
                    Red = 8'hff;
                    Green = 8'hff;
                    Blue = 8'h00;
                end 
                else if (DrawX >= BirdX - 2 && DrawX <= BirdX + 2 && DrawY >= BirdY - 2 && DrawY <= BirdY + 2)begin
                    Red = 8'h00;
                    Green = 8'h00;
                    Blue = 8'h00;
                end 
                else
                 begin
            Red = 8'hff;
            Green = 8'h55;
            Blue = 8'h00;
                end
        end 
		 else if((pipe1_on == 1'b1))
		  begin
				Red = Pipe1R;
				Green = Pipe1G;
				Blue = Pipe1B;
				end
		else if((pipe2_on == 1'b1))
		  begin
				Red = Pipe2R;
				Green = Pipe2G;
				Blue = Pipe2B;
				end
		else if((pipe3_on == 1'b1))
		  begin
				Red = Pipe3R;
				Green = Pipe3G;
				Blue = Pipe3B;
				end
		else if((pipe4_on == 1'b1))
		  begin
				Red = Pipe4R;
				Green = Pipe4G;
				Blue = Pipe4B;
				end
          else if(DrawY < 400)
        begin 
            Red = 8'h00; 
            Green = 8'h00;
            Blue = 8'hff;
        end 
          else
          begin 
                Red = 8'h00; 
                Green = 8'hff;
                Blue = 8'h00;
          end
		  end
endmodule
### ./config.mk
export PLATFORM = sky130hd
export DESIGN_NAME = color_mapper
export DESIGN_NICKNAME = color_mapper
export VERILOG_FILES = /design/flow/design.v
export SDC_FILE = /design/flow/constraint.sdc
export NUM_CORES = 4
export LEC_CHECK = 1
export CORE_UTILIZATION = 50
==> reports/qor.log <==
[run_status] result of the run complete, no violations
[place] RD Place Congestion 0.9878
[yosys] Synth area leader sky130_fd_sc_hd__fa_1
[floorplan] standard-cell row count 81
[floorplan] die area 50,310 um2
[yosys] post-synthesis instance total 3,043
[yosys] Synth warnings 12
[worst_setup_path] CP bufs+invs 8
[detailed_routing] Avg WL per Cell 17.76 um
[worst_setup_path] most used cell, CP sky130_fd_sc_hd__fa_1
[cells_and_area] area grow syn2layout 24.27%
[final_timing] final clock period utilization by the worst path 0.9800
[global_route] initial antenna violation count 2
[worst_setup_path] delay of the slowest critical-path stage 0.65 ns
[worst_setup_path] Critical Path Source Type input pin
[global_route] largest net degree at the start of global routing 50
[worst_setup_path] worst-path cell with the longest stage delay sky130_fd_sc_hd__fa_2
[detailed_routing] Via-to-Cell Ratio 5.465
[final_timing] setup violators final 0
[final_timing] Fmax 59.32 MHz
[floorplan] Std-Cell Core Area 48,850 um2
[worst_setup_path] path type of the worst setup path input pin to primary output
[detailed_routing] vias after detailed routing 22,840
[worst_setup_path] Critical Path End Type primary output
[floorplan] initial core utilization 0.5058
[floorplan] Boundary Pins 290
[yosys] list of most frequent post-synthesis cells 469 x sky130_fd_sc_hd__ha_1, 463 x sky130_fd_sc_hd__inv_1, 294 x sky130_fd_sc_hd__fa_1
[cells_and_area] area occupied by registers 0 um2
[cells_and_area] fin area 30,700 um2
[global_route] all-layer global routing usage 0.3101
[worst_setup_path] data arrival time of the critical path 13.42 ns
[yosys] synthesized chip area reported by yosys 24,710 um2
[worst_setup_path] family with the most delay on the worst path adder cells
[detailed_routing] final routed DRC violation total 0
[detailed_routing] number of inserted diodes 0
[place] number of port buffers 250
[cells_and_area] fraction of final layout cells sized beyond drive strength 1 0.1487
[detailed_routing] drt pass-1 iters 5
[floorplan] Horiz. Die Dim 224.3 um
[final_timing] Slew HR 0.4042
[detailed_routing] Detail Route Antenna Nets 0
[detailed_routing] wire length reported by the detailed router 74,230 um
[final_timing] Worst Tran Pin Value 0.8825 ns
[yosys] Main area contributors sky130_fd_sc_hd__fa_1 24%, sky130_fd_sc_hd__ha_1 24%, sky130_fd_sc_hd__xnor2_1 7.6%
[hold_path] worst min-delay path class input pin to primary output
[place] total cell area at the placement stage 29,760 um2
[final_timing] post-route minimum period 16.86 ns
[clocking] quantity of hold-fixing buffers added after cts 0
[hold_path] Min-Delay Endpoint Blue[1]
[yosys] netlist area before placement 24,710 um2
[flow_run] tool warning count 116
[global_route] GRT Residual Overflow 0
[hold_path] launch instance of the worst min-delay path Pipe1B[1]
[yosys] average instance area after synthesis 8.119 um2
[final_timing] Pins Over Slew Limit 0
[global_route] first-pass GRT wire length 118,700 um
[final_timing] Final Hold Violation Tally 0
[worst_setup_path] Crit Path Max Fanout 7
[yosys] Seq/Total Area, Yosys 0
[yosys] post-synth cell types 84
[yosys] share of the synthesized area in the top cell type 0.2382
[floorplan] DIE HEIGHT 224.3 um
[worst_setup_path] required time of the critical path 13.76 ns
[hold_path] Worst Hold Depth 4
[flow_run] number of maximum-capacitance violations 0
[yosys] cell with the most instances after synthesis sky130_fd_sc_hd__ha_1
[global_route] vias in the first global route 22,940
[cells_and_area] count of clock buffers in the final design 0
[detailed_routing] iteration-0 DRC count of the detailed router 1,048
[cells_and_area] number of sequential storage elements 0
[yosys] # Cells Yosys 3,043
[place] half-perimeter wire length after detailed placement 63,510 um
==> final cells by class <==
class	instances	area, um2
Fill cell	4126	18150
Tap cell	664	830.8
Inverter	475	1797
Timing Repair Buffer	578	5017
Multi-Input combinational cell	2463	23060
==> through the flow <==
| step | setup slack (ns) | utilization | TNS, ns | instances | hold slack [ns] |
|---|---|---|---|---|---|
| global route | -0.01941 | 0.6285 | -0.05734 | 4180 | 7.570 |
| CTS | 0.02360 | 0.6208 | 0 | 4169 | 7.549 |
| detailed placement | -1.067 | 0.6092 | -22.40 | 4131 | 7.816 |
| floorplan | 0.08513 | - | 0 | 3043 | 6.996 |
| global placement | -0.9460 | 0.6092 | -19.86 | 4131 | 7.823 |
| finish | 0.3435 | 0.6285 | 0 | 4180 | 7.541 |
==> cell usage in the layout, fill, tap and decap left out, types with 49 or more instances in the layout <==
master and n:
sky130_fd_sc_hd__inv_1 435, sky130_fd_sc_hd__buf_4 301, sky130_fd_sc_hd__o21ai_0 87, sky130_fd_sc_hd__nand2b_1 52, sky130_fd_sc_hd__clkdlybuf4s50_1 207, sky130_fd_sc_hd__fa_1 276
sky130_fd_sc_hd__nand3_1 64, sky130_fd_sc_hd__a21oi_1 114, sky130_fd_sc_hd__xnor2_1 210, sky130_fd_sc_hd__xor2_1 85, sky130_fd_sc_hd__a21o_1 49, sky130_fd_sc_hd__ha_1 454
sky130_fd_sc_hd__nand2_1 177, sky130_fd_sc_hd__nor2_1 196, sky130_fd_sc_hd__nor3_1 71
==> worst max path at each step <==
stage,start,to,depth (start not counted)
5_1_grt,DrawX[1],Red[3],47
4_1_cts,BirdY[0],Green[1],44
6_report,DrawX[5],Red[6],40
==> cell families after synthesis <==
| logic type | count (synthesis) | share of synthesized area |
|---|---|---|
| and+or+nand+nor | 811 | 0.1613 |
| adders and majority gates | 763 | 0.4757 |
| buffers and inverters | 580 | 0.09009 |
| AOI/OAI and AO/OA | 576 | 0.1594 |
| xor gates and xnor gates | 301 | 0.1073 |
| muxes | 12 | 0.006128 |
==> repair_timing <==
action	in CTS	in global routing
endpoints found under the hold margin	0	0
setup endpoints to repair	24	24
resized	160	138
gates cloned	2	0
buffers inserted	36	15
pin swaps	93	91
==> layer usage <==
metal  GRT usage  wire (um)  up-vias
li1            -          -    11270
met1      0.4182      31460    10870
met2      0.5321      36380      595
met3     0.03735       3816      106
met4     0.08931       2564        2
met5           0         12        -
