<file path="flow/constraint.sdc">
current_design Bird

set clk_period 7.2
set clk_io_pct 0.2

create_clock -name clk0 -period $clk_period [get_ports {frame_clk}]

set non_clock_inputs [all_inputs -no_clocks]
set_input_delay [expr $clk_period * $clk_io_pct] -clock clk0 $non_clock_inputs
set_output_delay [expr $clk_period * $clk_io_pct] -clock clk0 [all_outputs]
</file>
<file path="flow/design.v">
module Bird (
input Reset, frame_clk,
input [7:0] keycode,
input [9:0] Pipe1X, Pipe1Y, Pipe2X,Pipe2Y, Pipe3X,Pipe3Y, Pipe4X,Pipe4Y,
output GAME_END,
output [7:0] Current_Score, High_Score,
output [9:0]  BirdX, BirdY, BirdS
);
logic [9:0] Bird_X_Pos, Bird_X_Motion, Bird_Y_Pos, Bird_Y_Motion, Bird_Size, Bird_DY_Motion, Gravity;
logic [7:0] Current_Score_ip, High_Score_ip;
logic [1:0] delay; 
logic Game_Start, Game_End, Scored_Once_Pipe1, Scored_Once_Pipe2, Scored_Once_Pipe3, Scored_Once_Pipe4, Stop;
    parameter [9:0] Bird_X_Center=120;   
    parameter [9:0] Bird_Y_Center=240;   
    parameter [9:0] Bird_X_Min=0;        
    parameter [9:0] Bird_X_Max=639;      
    parameter [9:0] Bird_Y_Min=0;        
    parameter [9:0] Bird_Y_Max=479;      
    parameter [9:0] Bird_X_Step=1;       
    parameter [9:0] Bird_Y_Step=1;       
    assign Bird_Size = 7;   
    always_ff @ (posedge Reset or posedge frame_clk )
    begin: Move_Bird
        if (Reset)   
        begin 
            Bird_Y_Motion <= 10'd0;  
				Bird_X_Motion <= 10'd0;  
				Bird_DY_Motion <= 10'd0;
				Bird_Y_Pos <= Bird_Y_Center;
				Bird_X_Pos <= Bird_X_Center;
				Current_Score_ip <= 0;
				Scored_Once_Pipe1 <= 0;
				Scored_Once_Pipe2 <= 0;
				Scored_Once_Pipe3 <= 0;
				Scored_Once_Pipe4 <= 0;
				Game_End <= 0;
        end
        else
        begin 
				 if (Game_End == 1) begin
						Bird_Y_Motion <= 0;
						if(Current_Score_ip > High_Score_ip) High_Score_ip <= Current_Score_ip;
					  end
				 else if ( (Bird_Y_Pos + Bird_Size) >= Bird_Y_Max )begin   
					  Bird_Y_Motion <= 0;  
					  Game_Start <= 0;
					  Game_End <= 1;
					  end
				 else if ( (Bird_Y_Pos + Bird_Size) <= Bird_Y_Min ) begin   
					  Bird_Y_Motion <= 0;
					  Game_Start <= 0;
					  Game_End <= 1;
					  end
				else if ((((Bird_X_Pos + Bird_Size) - 5 <= Pipe1X + 25) && ((Bird_X_Pos + Bird_Size) + 5 >= Pipe1X - 25))  && ((Bird_Y_Pos - Bird_Size + 15) >= Pipe1Y + 75 || (Bird_Y_Pos + Bird_Size - 15) <= Pipe1Y - 75)) begin	 
						Bird_Y_Motion <= 0;
					  Game_Start <= 0;
					  Game_End <= 1;
					  end
				else if ((((Bird_X_Pos + Bird_Size - 5) <= Pipe2X + 25) && ((Bird_X_Pos + Bird_Size + 5) >= Pipe2X - 25))  && ((Bird_Y_Pos - Bird_Size + 15) >= Pipe2Y + 75 || (Bird_Y_Pos + Bird_Size - 15) <= Pipe2Y - 75)) begin	 
						Bird_Y_Motion <= 0;
					  Game_Start <= 0;
					  Game_End <= 1;
					  end
			   else if ((((Bird_X_Pos + Bird_Size - 5) <= Pipe3X + 25) && ((Bird_X_Pos + Bird_Size + 5) >= Pipe3X - 25))  && ((Bird_Y_Pos - Bird_Size + 15) >= Pipe3Y + 75 || (Bird_Y_Pos + Bird_Size - 15) <= Pipe3Y - 75)) begin	 
						Bird_Y_Motion <= 0;
					  Game_Start <= 0;
					  Game_End <= 1;
					  end
				else if ((((Bird_X_Pos + Bird_Size - 5) <= Pipe4X + 25) && ((Bird_X_Pos + Bird_Size + 5) >= Pipe4X - 25))  && ((Bird_Y_Pos - Bird_Size + 15) >= Pipe4Y + 75 || (Bird_Y_Pos + Bird_Size - 15) <= Pipe4Y - 75)) begin	 
						Bird_Y_Motion <= 0;
					  Game_Start <= 0;
					  Game_End <= 1;
					  end
				else if (Game_End != 1 && 
				(((Bird_X_Pos + Bird_Size) <= Pipe1X + 25) && ((Bird_X_Pos + Bird_Size) >= Pipe1X - 25))  && 
				((Bird_Y_Pos + Bird_Size) <= Pipe1Y + 75 || (Bird_Y_Pos + Bird_Size) >= Pipe1Y - 75) &&
				Scored_Once_Pipe1 == 0) begin
							Current_Score_ip <= Current_Score_ip + 1;
							Scored_Once_Pipe1 <= 1;
							Scored_Once_Pipe2 <= 0;
					  end
				else if (Game_End != 1 && 
				(((Bird_X_Pos + Bird_Size) <= Pipe2X + 25) && ((Bird_X_Pos + Bird_Size) >= Pipe2X - 25))  && 
				((Bird_Y_Pos + Bird_Size) <= Pipe2Y + 75 || (Bird_Y_Pos + Bird_Size) >= Pipe2Y - 75) &&
				Scored_Once_Pipe2 == 0) begin
							Current_Score_ip <= Current_Score_ip + 1;
							Scored_Once_Pipe2 <= 1;
							Scored_Once_Pipe3 <= 0;
					  end
				else if (Game_End != 1 && 
				(((Bird_X_Pos + Bird_Size) <= Pipe3X + 25) && ((Bird_X_Pos + Bird_Size) >= Pipe3X - 25))  && 
				((Bird_Y_Pos + Bird_Size) <= Pipe3Y + 75 || (Bird_Y_Pos + Bird_Size) >= Pipe3Y - 75) &&
				Scored_Once_Pipe3 == 0) begin
							Current_Score_ip <= Current_Score_ip + 1;
							Scored_Once_Pipe3 <= 1;
							Scored_Once_Pipe4 <= 0;
					  end
				else if (Game_End != 1 && 
				(((Bird_X_Pos + Bird_Size) <= Pipe4X + 25) && ((Bird_X_Pos + Bird_Size) >= Pipe4X - 25))  && 
				((Bird_Y_Pos + Bird_Size) <= Pipe4Y + 75 || (Bird_Y_Pos + Bird_Size) >= Pipe4Y - 75) &&
				Scored_Once_Pipe4 == 0) begin
							Current_Score_ip <= Current_Score_ip + 1;
							Scored_Once_Pipe4 <= 1;
							Scored_Once_Pipe1 <= 0;
					  end
				 else
				 begin
					  Bird_Y_Motion <= Bird_Y_Motion;  
				 case (keycode)
					8'h2c : begin  
								Bird_DY_Motion <= 0 - 3;
								Bird_X_Motion <= 0; 
								Bird_Y_Motion <= Bird_DY_Motion;
								Gravity <= 1;
								Game_Start <= 1;
								Stop = 0;
							  end
					8'h16 : begin  
				Bird_Y_Motion <= 10'd0;  
				Bird_X_Motion <= 10'd0;  
				Bird_DY_Motion <= 10'd0;
				Bird_Y_Pos <= Bird_Y_Center;
				Bird_X_Pos <= Bird_X_Center;
				Game_Start <= 0;
							 end  
					8'h15: begin  
						 Bird_Y_Motion <= 10'd0;  
				Bird_X_Motion <= 10'd0;  
				Bird_DY_Motion <= 10'd0;
				Bird_Y_Pos <= Bird_Y_Center;
				Bird_X_Pos <= Bird_X_Center;
				Current_Score_ip <= 0;
				Scored_Once_Pipe1 <= 0;
				Scored_Once_Pipe2 <= 0;
				Scored_Once_Pipe3 <= 0;
				Scored_Once_Pipe4 <= 0;
				Gravity = 0;
				Stop = 1;
					end
					default: 
						begin
					if(Game_Start == 1 && Stop == 0) begin
						delay = delay + 1;
						if(delay == 3)
						begin
							Gravity <= Gravity + 1;
							Bird_DY_Motion <= Bird_Y_Motion + (Gravity/8);
							Bird_X_Motion <= 0;
							Bird_Y_Motion <= Bird_DY_Motion;
							delay = 0;
						end
						else begin
							Bird_Y_Motion <= Bird_DY_Motion;
						end
						end
						end
			   endcase
				end
				 Bird_Y_Pos <= (Bird_Y_Pos + Bird_Y_Motion);   
				 Bird_X_Pos <= (Bird_X_Pos + Bird_X_Motion);
				 GAME_END <= Game_End;  
		end  
    end
    assign BirdX = Bird_X_Pos;
    assign BirdY = Bird_Y_Pos;
    assign BirdS = Bird_Size;
	 assign Current_Score = Current_Score_ip;
	 assign High_Score = High_Score_ip;
endmodule 
</file>
<file path="flow/config.mk">
export PLATFORM = sky130hd
export DESIGN_NAME = Bird
export DESIGN_NICKNAME = Bird
export VERILOG_FILES = /design/flow/design.v
export SDC_FILE = /design/flow/constraint.sdc
export NUM_CORES = 4
export LEC_CHECK = 1
export CORE_UTILIZATION = 50
</file>
<file path="flow/run.sh">
#!/bin/bash
# OpenROAD 26Q1-2900-gdf79404cd8, Yosys 0.63+post, stock flow scripts
make -C /OpenROAD-flow-scripts/flow DESIGN_CONFIG=/design/flow/config.mk WORK_HOME=/design/flow/orfs finish
</file>
==> out/metrics.yaml <==
synthTopCellsByCount: "ha_1 (253), nor2_1 (116), a21oi_1 (109), o21ai_0 (87), nand2_1 (86)"
warnings: 58
htree_levels: 3
post_dp_cell_area_sq_um: 14000
slew_viol_final: 0
antenna_found_initial: 0
wl_per_cell_um: 18.1
drv_cap: 0
fin_ws_ns: 0.933
finalSetupViolCount: 0
postSynthSeqShare: 0.141
ios: 137
seq_area_sq_um: 1770
power_mw: 5.97
fp.dieH_um: 160
grt_overflow: 0
simple_gate_share: 0.201
post-route-period-util: 0.870
startpoint_type: "flop"
hold_viol: 0
cts_buffers: 9
area_leaders: "ha_1 (25%), dfrtp_1 (7.8%), edfxtp_1 (5.5%)"
grt.total_usage: 0.286
arrival_ns: 6.48
yosysTopAreaCell: "ha_1"
p_leak_nw: 6.30
top_logic_kind: "adder cells"
ctsHoldBuffers: 0
grt_pass1_wl_um: 57700
drc_errors: 0
die_w_um: 160
cts_sinks: 66
synthArstFlopShare: 0.652
crit_required_ns: 7.41
cts_tree: "done"
rows: 57
ant_nets: 0
worst_clock_skew_ns: 0.00544
post_cts.repair.setup_buffers: 0
crit_type: "flop to flop"
power_per_cell_area_nw_per_um2: 419
timing.fmax_mhz: 160
numPortBuffers: 116
vias: 11700
status: "complete, no violations"
die-area_sq_um: 25700
via_per_inst: 5.92
period_minus_slack_ns: 6.27
ys_sh_mux: 0.0194
ir_drop_mv: 0.344
setup_tns_ns: 0
synthCells: 1560
yosys_warnings: 2
clock_path_buffers: 2
grt_setup_unrepaired: "false"
grt_max_degree: 46
synth-edff-count: 23
synth_cell_types: 85
aoi_share: 0.234
synth.avg_cell_area_sq_um: 8.04
clk_pin_slew_ns: 0.05
syn2layout_area_growth_pct: 13.5
core_area_sq_um: 24500
worst_setup_path_end_kind: "flop"
ys.flops: 66
crit_fanout: 12
drt-total-wl_um: 35800
drt_iter0_markers: 686
dpl.hpwl_um: 28500
yosysChipArea_sq_um: 12500
dp_slack_ns: 0.779
comb_area_sq_um: 10200
hp-class: "flop to flop"
antennaDiodeCount: 0
yosys-stat-cells: 1560
dr.pass1.iters: 6
ys.flop_type: "dfrtp_1"
core_util_floorplan: 0.513
fin_area_sq_um: 14200
synth-xor-area-share: 0.0921
worst_pin_slew_ns: 0.913
synth_area_sq_um: 12500
clk_latency_ns: 0.33
cts_resized: 0
drive_gt1_frac: 0.0527
gp_congestion: 0.967
cts-root-buf: "clkbuf_16"
relSlewSlack: 0.392
grt_pass1_vias: 10900
fillers: 2192
synth.top_cell.area_share: 0.252
top_cell: "ha_1"
adder_share: 0.257
hold_slack_ns: 0.496
-- through the flow --
stage               cells   util
finish               1975  0.582
global route         1975  0.582
CTS                  1975  0.582
detailed placement   1959  0.571
global placement     1959  0.571
floorplan            1578      -
-- kinds of logic (layout without fill, tap and decap cells) --
kind of cell	count (synthesis)	count (layout)
AND/OR/NAND/NOR	482	482
XOR/XNOR	132	132
AND-OR/OR-AND	441	441
multiplexers	23	23
flip-flops	66	66
adder cells (fa/ha/maj)	257	257
other	2	20
buffers and inverters	157	230
-- area by class of cell --
cell class,count,area share
multi-input cells,1355,0.713
flip-flops and latches,66,0.124
repair buffers,145,0.0968
well taps,324,0.0285
inverters,69,0.0182
clock buffers,9,0.0158
clock inverters,7,0.00325
-- worst max-delay path: stages (launching register included) --
cell and delay, ns:
dfrtp_1 0.37, inv_1 0.07, buf_4 0.19, ha_1 0.26, nand2b_1 0.17, and2_1 0.21, xnor2_1 0.25, inv_1 0.40
nor3_1 0.42, nand2_1 0.21, nor3_1 0.67, ha_1 0.29, nand4_1 0.13, nor2_1 0.24, nand2_1 0.10, a211oi_1 0.22
o22ai_1 0.11, a211o_1 0.31, o2111ai_1 0.17, nand4_1 0.33, a211oi_4 0.61, mux2_2 0.40
-- path summary, 6_finish.rpt --
kind | start | endpoint | slack [ns] | depth (start not counted)
worst max-delay path | Bird_Y_Pos[0] | Bird_DY_Motion[4] | 0.93 | 21
worst min-delay path | Bird_DY_Motion[9] | Bird_DY_Motion[9] | 0.50 | 1
worst max register to register | Bird_Y_Pos[0] | Bird_DY_Motion[4] | 0.93 | 21
worst min register to register | Bird_DY_Motion[9] | Bird_DY_Motion[9] | 0.50 | 1
max in group asynchronous | Reset | Bird_DY_Motion[5] | 5.14 | 3
min in group asynchronous | Reset | Current_Score_ip[6] | 1.68 | 3
-- routing by layer --
layer / wire [um] / part of all wire / vias to the layer above / global-route usage
met1: 17000 / 0.48 / 5374 / 0.435
met2: 16000 / 0.45 / 291 / 0.450
li1: - / - / 5972 / -
met5: 0 / 0 / - / 0
met3: 2020 / 0.057 / 48 / 0.0314
met4: 706 / 0.020 / 0 / 0.0481
-- layout by cell type, fill, tap and decap left out, types with 26 or more instances in the layout --
cell             count
nand3_1             46
nor3_1              36
nand2_1             86
o21ai_0             87
dfrtp_1             39
nor2b_1             27
buf_4               29
inv_1               67
a21oi_1            109
nand4_1             26
xnor2_1             63
clkdlybuf4s50_1    116
a21o_1              36
nor2_1             116
ha_1               253
xor2_1              69
-- power by group --
part	internal (mW)	switching (mW)	leakage [nW]
sequential	0.476	0.119	0.755
clock	0.231	0.163	0.127
combinational	2.11	2.87	5.42
total	2.82	3.15	6.30
-- sequential cells by signal, indices dropped and copies added, names as in the netlist --
name / cells
Current_Score_ip: 8
Stop: 1
Bird_DY_Motion: 10
Bird_Y_Pos: 10
Scored_Once_Pipe1: 1
Game_Start: 1
Gravity: 10
Scored_Once_Pipe4: 1
Game_End: 1
GAME_END: 1
Scored_Once_Pipe3: 1
Scored_Once_Pipe2: 1
Bird_Y_Motion: 10
High_Score_ip: 8
delay: 2
Power figures rest on the tool's default switching activity, not on a simulated workload.
